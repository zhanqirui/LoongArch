`run.sh`:
```
#!/bin/bash
# OpenROAD 26Q1-2900-gdf79404cd8, Yosys 0.63+post, stock flow scripts
make -C /OpenROAD-flow-scripts/flow DESIGN_CONFIG=/design/flow/config.mk WORK_HOME=/design/flow/orfs finish
```
`config.mk`:
```
export PLATFORM = sky130hd
export DESIGN_NAME = tlb
export DESIGN_NICKNAME = tlb
export VERILOG_FILES = /design/flow/design.v
export SDC_FILE = /design/flow/constraint.sdc
export NUM_CORES = 4
export LEC_CHECK = 1
export CORE_UTILIZATION = 40
```
`constraint.sdc`:
```
current_design tlb

set clk_period 363.2
set clk_io_pct 0.2

create_clock -name clk0 -period $clk_period [get_ports {clk}]

set non_clock_inputs [all_inputs -no_clocks]
set_input_delay [expr $clk_period * $clk_io_pct] -clock clk0 $non_clock_inputs
set_output_delay [expr $clk_period * $clk_io_pct] -clock clk0 [all_outputs]
```
`design.v`:
```
module tlb #(
    parameter integer TLBNUM = 16
)(
    input wire clk,
    input wire invtlb_valid,
    input wire [4:0] invtlb_op,
    input wire [18:0] s0_vppn,
    input wire s0_va_bit12,
    input wire [9:0] s0_asid,
    output wire s0_found,
    output wire [$clog2(TLBNUM)-1:0] s0_index,
    output wire [19:0] s0_ppn,
    output wire [5:0] s0_ps,
    output wire [1:0] s0_plv,
    output wire [1:0] s0_mat,
    output wire s0_d,
    output wire s0_v,
    input wire [18:0] s1_vppn,
    input wire s1_va_bit12,
    input wire [9:0] s1_asid,
    output wire s1_found,
    output wire [$clog2(TLBNUM)-1:0] s1_index,
    output wire [19:0] s1_ppn,
    output wire [5:0] s1_ps,
    output wire [1:0] s1_plv,
    output wire [1:0] s1_mat,
    output wire s1_d,
    output wire s1_v,
    input wire we,
    input wire [$clog2(TLBNUM)-1:0] w_index,
    input wire w_e,
    input wire [18:0] w_vppn,
    input wire [5:0] w_ps,
    input wire [9:0] w_asid,
    input wire w_g,
    input wire [19:0] w_ppn0,
    input wire [1:0] w_plv0,
    input wire [1:0] w_mat0,
    input wire w_d0,
    input wire w_v0,
    input wire [19:0] w_ppn1,
    input wire [1:0] w_plv1,
    input wire [1:0] w_mat1,
    input wire w_d1,
    input wire w_v1,
    input wire [$clog2(TLBNUM)-1:0] r_index,
    output wire r_e,
    output wire [18:0] r_vppn,
    output wire [5:0] r_ps,
    output wire [9:0] r_asid,
    output wire r_g,
    output wire [19:0] r_ppn0,
    output wire [1:0] r_plv0,
    output wire [1:0] r_mat0,
    output wire r_d0,
    output wire r_v0,
    output wire [19:0] r_ppn1,
    output wire [1:0] r_plv1,
    output wire [1:0] r_mat1,
    output wire r_d1,
    output wire r_v1
);
reg [18:0] tlb_vppn  [TLBNUM - 1 : 0];
reg [5:0]  tlb_ps    [TLBNUM - 1 : 0];
reg        tlb_g     [TLBNUM - 1 : 0];
reg [ 9:0] tlb_asid  [TLBNUM - 1 : 0];
reg        tlb_e     [TLBNUM - 1 : 0];
reg [19:0] tlb_ppn0  [TLBNUM - 1 : 0];
reg [ 1:0] tlb_plv0  [TLBNUM - 1 : 0];
reg [ 1:0] tlb_mat0  [TLBNUM - 1 : 0];
reg        tlb_d0    [TLBNUM - 1 : 0];
reg        tlb_v0    [TLBNUM - 1 : 0];
reg [19:0] tlb_ppn1  [TLBNUM - 1 : 0];
reg [ 1:0] tlb_plv1  [TLBNUM - 1 : 0];
reg [ 1:0] tlb_mat1  [TLBNUM - 1 : 0];
reg        tlb_d1    [TLBNUM - 1 : 0];
reg        tlb_v1    [TLBNUM - 1 : 0];
wire  [TLBNUM - 1 : 0]         match0;    
wire  [TLBNUM - 1 : 0]         match1;    
integer i;
assign r_e    = tlb_e[r_index];      
assign r_vppn = r_e ? tlb_vppn[r_index] : 0;
assign r_ps   = r_e ?  tlb_ps[r_index] : 0;
assign r_asid = r_e ?  tlb_asid[r_index] : 0;
assign r_g    = r_e ?  tlb_g[r_index] : 0;
assign r_ppn0 = r_e ?  tlb_ppn0[r_index] : 0;
assign r_plv0 = r_e ?   tlb_plv0[r_index] : 0;
assign r_mat0 = r_e ?   tlb_mat0[r_index] : 0;
assign r_d0   = r_e ?   tlb_d0[r_index] : 0;
assign r_v0   = r_e ?   tlb_v0[r_index] : 0;
assign r_ppn1 = r_e ?   tlb_ppn1[r_index] : 0;
assign r_plv1 = r_e ?   tlb_plv1[r_index] : 0;
assign r_mat1 = r_e ?   tlb_mat1[r_index] : 0;
assign r_d1   = r_e ?   tlb_d1[r_index] : 0;
assign r_v1   = r_e ?   tlb_v1[r_index] : 0;
always @(posedge clk) begin
    if (we) begin
        tlb_vppn[w_index] <= w_vppn;
        tlb_ps[w_index] <= w_ps;
        tlb_g[w_index] <= w_g;
        tlb_asid[w_index] <= w_asid;
        tlb_e[w_index] <= w_e; 
        tlb_ppn0[w_index] <= w_ppn0;
        tlb_plv0[w_index] <= w_plv0;
        tlb_mat0[w_index] <= w_mat0;
        tlb_d0[w_index] <= w_d0;
        tlb_v0[w_index] <= w_v0;
        tlb_ppn1[w_index] <= w_ppn1;
        tlb_plv1[w_index] <= w_plv1;
        tlb_mat1[w_index] <= w_mat1;
        tlb_d1[w_index] <= w_d1;
        tlb_v1[w_index] <= w_v1;
    end
    else if(invtlb_valid)begin
        if(invtlb_op == 5'b0 || invtlb_op == 5'b1)begin
            for(i = 0; i < 16; i = i + 1)begin
                tlb_e[i] <= 0;
            end
        end
        else if(invtlb_op == 5'h2)begin
            for(i = 0;i < 16;i = i + 1)begin
                if(tlb_g[i])
                    tlb_e[i] <= 0;
            end
        end
        else if(invtlb_op == 5'h3)begin
            for(i = 0;i < 16;i = i + 1)begin
                if(~tlb_g[i])
                    tlb_e[i] <= 0;
            end
        end
        else if(invtlb_op == 5'h4)begin
            for(i = 0;i < 16;i = i + 1)begin
                if(tlb_g[i] == 0 && tlb_asid[i] == s1_asid)
                    tlb_e[i] <= 0;
            end
        end
        else if(invtlb_op == 5'h5)begin
            for(i = 0;i < 16;i = i + 1)begin
                if(tlb_g[i] == 0 && tlb_asid[i] == s1_asid && tlb_vppn[i] == s1_vppn)
                    tlb_e[i] <= 0;
            end
        end
        else if(invtlb_op == 5'h6)begin
            for(i = 0;i < 16;i = i + 1)begin
                if((tlb_g[i] == 1'b1 || tlb_asid[i] == s1_asid) && tlb_vppn[i] == s1_vppn)
                    tlb_e[i] <= 0;
            end
        end
    end
end
wire is_match0;
assign match0[0]  = tlb_e[0] & (s0_vppn[18:9] == tlb_vppn[0][18:9])  && ((s0_asid == tlb_asid[0])  || tlb_g[0]) && (tlb_ps[0] == 6'd21  || s0_vppn[8:0]==tlb_vppn[ 0][8:0]);
assign match0[1]  = tlb_e[1] & (s0_vppn[18:9] == tlb_vppn[1][18:9])  && ((s0_asid == tlb_asid[1])  || tlb_g[1]) && (tlb_ps[1] == 6'd21  || s0_vppn[8:0]==tlb_vppn[ 1][8:0]);
assign match0[2]  = tlb_e[2] & (s0_vppn[18:9] == tlb_vppn[2][18:9])  && ((s0_asid == tlb_asid[2])  || tlb_g[2]) && (tlb_ps[2] == 6'd21  || s0_vppn[8:0]==tlb_vppn[ 2][8:0]);
assign match0[3]  = tlb_e[3] & (s0_vppn[18:9] == tlb_vppn[3][18:9])  && ((s0_asid == tlb_asid[3])  || tlb_g[3]) && (tlb_ps[3] == 6'd21  || s0_vppn[8:0]==tlb_vppn[ 3][8:0]);
assign match0[4]  = tlb_e[4] & (s0_vppn[18:9] == tlb_vppn[4][18:9])  && ((s0_asid == tlb_asid[4])  || tlb_g[4]) && (tlb_ps[4] == 6'd21  || s0_vppn[8:0]==tlb_vppn[ 4][8:0]);
assign match0[5]  = tlb_e[5] & (s0_vppn[18:9] == tlb_vppn[5][18:9])  && ((s0_asid == tlb_asid[5])  || tlb_g[5]) && (tlb_ps[5] == 6'd21  || s0_vppn[8:0]==tlb_vppn[ 5][8:0]);
assign match0[6]  = tlb_e[6] & (s0_vppn[18:9] == tlb_vppn[6][18:9])  && ((s0_asid == tlb_asid[6])  || tlb_g[6]) && (tlb_ps[6] == 6'd21  || s0_vppn[8:0]==tlb_vppn[ 6][8:0]);
assign match0[7]  = tlb_e[7] & (s0_vppn[18:9] == tlb_vppn[7][18:9])  && ((s0_asid == tlb_asid[7])  || tlb_g[7]) && (tlb_ps[7] == 6'd21  || s0_vppn[8:0]==tlb_vppn[ 7][8:0]);
assign match0[8]  = tlb_e[8] & (s0_vppn[18:9] == tlb_vppn[8][18:9])  && ((s0_asid == tlb_asid[8])  || tlb_g[8]) && (tlb_ps[8] == 6'd21  || s0_vppn[8:0]==tlb_vppn[ 8][8:0]);
assign match0[9]  = tlb_e[9] & (s0_vppn[18:9] == tlb_vppn[9][18:9])  && ((s0_asid == tlb_asid[9])  || tlb_g[9]) && (tlb_ps[9] == 6'd21  || s0_vppn[8:0]==tlb_vppn[ 9][8:0]);
assign match0[10] = tlb_e[10] & (s0_vppn[18:9] == tlb_vppn[10][18:9]) && ((s0_asid == tlb_asid[10]) || tlb_g[10]) && (tlb_ps[10] == 6'd21  || s0_vppn[8:0]==tlb_vppn[ 10][8:0]);
assign match0[11] = tlb_e[11] & (s0_vppn[18:9] == tlb_vppn[11][18:9]) && ((s0_asid == tlb_asid[11]) || tlb_g[11]) && (tlb_ps[11] == 6'd21  || s0_vppn[8:0]==tlb_vppn[ 11][8:0]);
assign match0[12] = tlb_e[12] & (s0_vppn[18:9] == tlb_vppn[12][18:9]) && ((s0_asid == tlb_asid[12]) || tlb_g[12]) && (tlb_ps[12] == 6'd21  || s0_vppn[8:0]==tlb_vppn[ 12][8:0]);
assign match0[13] = tlb_e[13] & (s0_vppn[18:9] == tlb_vppn[13][18:9]) && ((s0_asid == tlb_asid[13]) || tlb_g[13]) && (tlb_ps[13] == 6'd21  || s0_vppn[8:0]==tlb_vppn[ 13][8:0]);
assign match0[14] = tlb_e[14] & (s0_vppn[18:9] == tlb_vppn[14][18:9]) && ((s0_asid == tlb_asid[14]) || tlb_g[14]) && (tlb_ps[14] == 6'd21  || s0_vppn[8:0]==tlb_vppn[ 14][8:0]);
assign match0[15] = tlb_e[15] & (s0_vppn[18:9] == tlb_vppn[15][18:9]) && ((s0_asid == tlb_asid[15]) || tlb_g[15]) && (tlb_ps[15] == 6'd21  || s0_vppn[8:0]==tlb_vppn[ 15][8:0]);
assign is_match0 = |match0;
assign s0_index = match0[ 0] ? 4'd0  :
                  match0[ 1] ? 4'd1  :
                  match0[ 2] ? 4'd2  :
                  match0[ 3] ? 4'd3  :
                  match0[ 4] ? 4'd4  :
                  match0[ 5] ? 4'd5  :
                  match0[ 6] ? 4'd6  :
                  match0[ 7] ? 4'd7  :
                  match0[ 8] ? 4'd8  :
                  match0[ 9] ? 4'd9  :
                  match0[10] ? 4'd10 :
                  match0[11] ? 4'd11 :
                  match0[12] ? 4'd12 :
                  match0[13] ? 4'd13 :
                  match0[14] ? 4'd14 :
                  match0[15] ? 4'd15 :
                  4'd0;
assign s0_found  = is_match0;
assign s0_ps     = tlb_ps[s0_index];
assign s0_ppn    = s0_ps == 6'd12 && s0_va_bit12 || s0_ps == 6'd21 && s0_vppn[8] ? tlb_ppn1[s0_index] : tlb_ppn0[s0_index];
assign s0_plv    = s0_ps == 6'd12 && s0_va_bit12 || s0_ps == 6'd21 && s0_vppn[8] ? tlb_plv1[s0_index] : tlb_plv0[s0_index];
assign s0_mat    = s0_ps == 6'd12 && s0_va_bit12 || s0_ps == 6'd21 && s0_vppn[8] ? tlb_mat1[s0_index] : tlb_mat0[s0_index];
assign s0_d      = s0_ps == 6'd12 && s0_va_bit12 || s0_ps == 6'd21 && s0_vppn[8] ? tlb_d1[s0_index]   :   tlb_d0[s0_index];
assign s0_v      = s0_ps == 6'd12 && s0_va_bit12 || s0_ps == 6'd21 && s0_vppn[8] ? tlb_v1[s0_index]   :   tlb_v0[s0_index];
wire is_match1;
assign match1[0]  = tlb_e[0] & (s1_vppn[18:9] == tlb_vppn[0][18:9])  && ((s1_asid == tlb_asid[0])  || tlb_g[0]) && (tlb_ps[0] == 6'd21  || s1_vppn[8:0]==tlb_vppn[ 0][8:0]);
assign match1[1]  = tlb_e[1] & (s1_vppn[18:9] == tlb_vppn[1][18:9])  && ((s1_asid == tlb_asid[1])  || tlb_g[1]) && (tlb_ps[1] == 6'd21  || s1_vppn[8:0]==tlb_vppn[ 1][8:0]);
assign match1[2]  = tlb_e[2] & (s1_vppn[18:9] == tlb_vppn[2][18:9])  && ((s1_asid == tlb_asid[2])  || tlb_g[2]) && (tlb_ps[2] == 6'd21  || s1_vppn[8:0]==tlb_vppn[ 2][8:0]);
assign match1[3]  = tlb_e[3] & (s1_vppn[18:9] == tlb_vppn[3][18:9])  && ((s1_asid == tlb_asid[3])  || tlb_g[3]) && (tlb_ps[3] == 6'd21  || s1_vppn[8:0]==tlb_vppn[ 3][8:0]);
assign match1[4]  = tlb_e[4] & (s1_vppn[18:9] == tlb_vppn[4][18:9])  && ((s1_asid == tlb_asid[4])  || tlb_g[4]) && (tlb_ps[4] == 6'd21  || s1_vppn[8:0]==tlb_vppn[ 4][8:0]);
assign match1[5]  = tlb_e[5] & (s1_vppn[18:9] == tlb_vppn[5][18:9])  && ((s1_asid == tlb_asid[5])  || tlb_g[5]) && (tlb_ps[5] == 6'd21  || s1_vppn[8:0]==tlb_vppn[ 5][8:0]);
assign match1[6]  = tlb_e[6] & (s1_vppn[18:9] == tlb_vppn[6][18:9])  && ((s1_asid == tlb_asid[6])  || tlb_g[6]) && (tlb_ps[6] == 6'd21  || s1_vppn[8:0]==tlb_vppn[ 6][8:0]);
assign match1[7]  = tlb_e[7] & (s1_vppn[18:9] == tlb_vppn[7][18:9])  && ((s1_asid == tlb_asid[7])  || tlb_g[7]) && (tlb_ps[7] == 6'd21  || s1_vppn[8:0]==tlb_vppn[ 7][8:0]);
assign match1[8]  = tlb_e[8] & (s1_vppn[18:9] == tlb_vppn[8][18:9])  && ((s1_asid == tlb_asid[8])  || tlb_g[8]) && (tlb_ps[8] == 6'd21  || s1_vppn[8:0]==tlb_vppn[ 8][8:0]);
assign match1[9]  = tlb_e[9] & (s1_vppn[18:9] == tlb_vppn[9][18:9])  && ((s1_asid == tlb_asid[9])  || tlb_g[9]) && (tlb_ps[9] == 6'd21  || s1_vppn[8:0]==tlb_vppn[ 9][8:0]);
assign match1[10] = tlb_e[10] & (s1_vppn[18:9] == tlb_vppn[10][18:9]) && ((s1_asid == tlb_asid[10]) || tlb_g[10]) && (tlb_ps[10] == 6'd21  || s1_vppn[8:0]==tlb_vppn[ 10][8:0]);
assign match1[11] = tlb_e[11] & (s1_vppn[18:9] == tlb_vppn[11][18:9]) && ((s1_asid == tlb_asid[11]) || tlb_g[11]) && (tlb_ps[11] == 6'd21  || s1_vppn[8:0]==tlb_vppn[ 11][8:0]);
assign match1[12] = tlb_e[12] & (s1_vppn[18:9] == tlb_vppn[12][18:9]) && ((s1_asid == tlb_asid[12]) || tlb_g[12]) && (tlb_ps[12] == 6'd21  || s1_vppn[8:0]==tlb_vppn[ 12][8:0]);
assign match1[13] = tlb_e[13] & (s1_vppn[18:9] == tlb_vppn[13][18:9]) && ((s1_asid == tlb_asid[13]) || tlb_g[13]) && (tlb_ps[13] == 6'd21  || s1_vppn[8:0]==tlb_vppn[ 13][8:0]);
assign match1[14] = tlb_e[14] & (s1_vppn[18:9] == tlb_vppn[14][18:9]) && ((s1_asid == tlb_asid[14]) || tlb_g[14]) && (tlb_ps[14] == 6'd21  || s1_vppn[8:0]==tlb_vppn[ 14][8:0]);
assign match1[15] = tlb_e[15] & (s1_vppn[18:9] == tlb_vppn[15][18:9]) && ((s1_asid == tlb_asid[15]) || tlb_g[15]) && (tlb_ps[15] == 6'd21  || s1_vppn[8:0]==tlb_vppn[ 15][8:0]);
assign is_match1 = |match1;
assign s1_index = match1[ 0] ? 4'd0  :
                  match1[ 1] ? 4'd1  :
                  match1[ 2] ? 4'd2  :
                  match1[ 3] ? 4'd3  :
                  match1[ 4] ? 4'd4  :
                  match1[ 5] ? 4'd5  :
                  match1[ 6] ? 4'd6  :
                  match1[ 7] ? 4'd7  :
                  match1[ 8] ? 4'd8  :
                  match1[ 9] ? 4'd9  :
                  match1[10] ? 4'd10 :
                  match1[11] ? 4'd11 :
                  match1[12] ? 4'd12 :
                  match1[13] ? 4'd13 :
                  match1[14] ? 4'd14 :
                  match1[15] ? 4'd15 :
                  4'd0;
assign s1_found  = is_match1;
assign s1_ps     = tlb_ps[s1_index];
assign s1_ppn    = s1_ps == 6'd12 && s1_va_bit12 || s1_ps == 6'd21 && s1_vppn[8] ? tlb_ppn1[s1_index] : tlb_ppn0[s1_index];
assign s1_plv    = s1_ps == 6'd12 && s1_va_bit12 || s1_ps == 6'd21 && s1_vppn[8] ? tlb_plv1[s1_index] : tlb_plv0[s1_index];
assign s1_mat    = s1_ps == 6'd12 && s1_va_bit12 || s1_ps == 6'd21 && s1_vppn[8] ? tlb_mat1[s1_index] : tlb_mat0[s1_index];
assign s1_d      = s1_ps == 6'd12 && s1_va_bit12 || s1_ps == 6'd21 && s1_vppn[8] ? tlb_d1[s1_index]   :   tlb_d0[s1_index];
assign s1_v      = s1_ps == 6'd12 && s1_va_bit12 || s1_ps == 6'd21 && s1_vppn[8] ? tlb_v1[s1_index]   :   tlb_v0[s1_index];
endmodule
```
==> flow_summary_export.csv <==
group,metric,value,unit
floorplan,rows,170,
detailed_routing,top_layer,"met5",
global_routing,grt_max_degree,127,
sta,max_freq,6.50,MHz
cts,cts_sinks,1424,
flow_run,warnings,34,
logic_synthesis,compound_area_share,8.74,%
sta,finalHoldViolations,0,
setup_path,r2r_cells,8,
logic_synthesis,synth.distinct_cells,94,
setup_path,r2r_end,"tlb_e[0]$_SDFFE_PP0P_",
sta,period_used_share,42.4,%
sta,fin_ws,209.32,ns
detailed_routing,wl_met2,142000,µm
sta,setup_viol,0,
logic_synthesis,synth-edff-count,1408,
place,detailed_place_hpwl,222000,µm
detailed_routing,via_count,61600,
cts,cts_tree,"done",
hold_path,hold_path_depth,2,
setup_path,crit_type,"primary input to output port",
floorplan,num_io_pins,328,
setup_path,cp-start-kind,"primary input",
logic_synthesis,syn_inst,6629,
setup_path,worstReg2RegStart,"tlb_vppn[0][0]$_DFFE_PP_",
place,gp_congestion,1.04,
layout,fin_area,98600,µm²
setup_path,worst-endpoint-required,290.56,ns
cts,cts_resized,0,
place,port_buffers,327,
pwr,p_per_area,4.02,nW/µm²
status,outcome,"completed",
detailed_routing,drtAntennaViolNets,0,
logic_synthesis,synth-simple-area-share,8.43,%
detailed_routing,wl_per_cell,34.0,µm
detailed_routing,drc,0,
logic_synthesis,xor_area_share,9.37,%
cts,cts_inserted_buffers,164,
pwr,sw_frac_of_total,24.4,%
hold_path,min_from,"tlb_e[12]$_SDFFE_PP0P_",
setup_path,crit_fanout,91,
cts,holdBufCountCts,0,
logic_synthesis,flop_cell,"edfxtp_1",
cts,clock_path_buffers,3,
sta,fin_crit,153.88,ns
setup_path,ff2ff_setup_slack,360.44,ns
cts,post_cts_buffers,0,
layout,final_cell_mix,"edfxtp_1, mux2i_1, xor2_1",
layout,drive_above_1_share,16.6,%
logic_synthesis,syn_area,86700,µm²
flow_run,cap_violations,0,
floorplan,core_region_area,215000,µm²
global_routing,antenna_found_initial,49,
pwr,p_comb_share,9.6,%
floorplan,die_y,468,µm
floorplan,fp_util,40.3,%
logic_synthesis,synth_seq_share,49.1,%
place,dpl_cell_area,93000,µm²
sta,worst_pin_slew,1.40,ns
global_routing,grt_pass1_vias,63700,
logic_synthesis,ys_async_sr_fraction,0,%
floorplan,die_x,468,µm
detailed_routing,route.met3.wl,57900,µm
pwr,pwr-share-seq,47.5,%
layout,final_common_cell,"edfxtp_1",
detailed_routing,wl,334000,µm
logic_synthesis,yosys_warnings,1,
setup_path,end_kind,"output port",
global_routing,grt_pass1_wl,472000,µm
hold_path,hp-class,"flop to flop",
detailed_routing,wl_met1,118000,µm
logic_synthesis,ys_sh_adder,0,%
pwr,power.total,396,µW
sta,fin_hold_ws,0.641,ns
detailed_routing,drt_iter0_drc,4632,
cts,clk_pin_slew_worst_paths,0.07,ns
sta,setup_tns,0,ns
logic_synthesis,ys_ff,1424,
setup_path,arrival,81.24,ns
pwr,p_clk_share,42.9,%
pwr,ir_drop,0.00533,mV
pwr,p_leak,34.8,nW
logic_synthesis,syn_area_per_cell,13.1,µm²
global_routing,grt_util_all_layers,32.8,%
pwr,internal_power,299,µW
cts,root_buffer,"clkbuf_16",
global_routing,gr-total-overflow,0,
logic_synthesis,muxShareOfSynthArea,21.1,%
cts,clkLatencyLatePin,0.84,ns
logic_synthesis,yosys_area,86700,µm²
layout,fin_util,45.9,%
pwr,p_switching,96.4,µW
sta,rsz0062_at_grt,"no",
detailed_routing,viasPerCell,6.27,
sta,finalClockSkew,0.0322,ns
layout,finalNonFillerCells,9824,
floorplan,chipArea,219000,µm²
sta,relSlewSlack,5.80,%
layout,synthToLayoutAreaGrowth,13.7,%
cts,htreeDepth,4,
logic_synthesis,ys_cells,6629,
place,dp.cells,9496,
logic_synthesis,logic_family,"multiplexers",
detailed_routing,first_pass_iters,8,
place,pre_cts_slack,209.71,ns
hold_path,min_to,"tlb_e[12]$_SDFFE_PP0P_",
sta,finalMaxSlewViolations,0,
-- kinds of logic (layout without fill, tap and decap cells) --
kind of cell / Yosys count / count (layout)
flops: 1424 / 1424
simple gates: 1385 / 1385
mux: 1235 / 1235
compound gates: 1097 / 1097
xor+xnor: 928 / 928
buf+inv: 560 / 888
other cells: 0 / 29
-- metal layers --
layer,global-route usage [%],up-vias
met3,23.4,705
met5,1.91,-
li1,-,26400
met1,41.2,30400
met2,44.3,4146
met4,12.8,53
-- power groups by stage --
stage	logic [mW]	registers, mW	clock network (mW)
final	0.0380	0.188	0.170
after global routing	0.0402	0.188	0.178
after CTS	0.0377	0.188	0.172
-- registers in the layout, summed over array words and instances (netlist names), 32 cells and up --
| signal | flops |
|---|---|
| tlb_asid | 160 |
| tlb_mat0 | 32 |
| tlb_mat1 | 32 |
| tlb_plv0 | 32 |
| tlb_plv1 | 32 |
| tlb_ppn0 | 320 |
| tlb_ppn1 | 320 |
| tlb_ps | 96 |
| tlb_vppn | 304 |
-- Yosys cell counts (all sizes together) (4+ instances only) --
master,number,area [µm²]
o211ai,19,161
xnor2,359,3140
o221ai,8,70.1
a31oi,81,522
o2111ai,7,61.3
o2111a,8,90.1
o22ai,5,31.3
nand2,291,1090
or2,9,56.3
nor2,230,868
buf,278,1760
and2,6,37.5
a21oi,307,1540
clkbuf,255,957
or3,11,73.8
o21a,10,82.6
mux4,444,10000
nor2b,305,1910
nor4,127,831
edfxtp,1408,42300
nor3,109,562
a311oi,53,482
nor3b,16,120
nand3,98,490
mux2,169,2050
nand2b,14,87.6
a41oi,7,61.3
inv,26,97.6
o41ai,4,42.6
o21ai,37,185
xor2,569,4980
a21o,6,45.0
a31o,13,114
nor4b,4,35.0
mux2i,622,6230
a41o,11,110
o31ai,7,52.6
dfxtp,16,320
or4bb,4,45.0
nand3b,9,67.6
nand4bb,10,113
and4,4,35.0
nand4,113,707
and3,14,87.6
a211oi,490,3680
-- layout make-up --
class,instances,area (µm²)
fillers,18500,116000
flip-flops and latches,1424,42600
multi-input cells,4645,41500
repair buffers,562,5240
clock buffers,201,4310
well taps,2838,3550
clock inverters,98,1220
inverters,27,114
diodes,29,72.6
-- critical path: stages --
cell	delay [ns]
clkdlybuf4s50_1	0.45
buf_4	0.35
xnor2_1	0.18
nand4_1	0.11
nor4_1	1.17
o2111a_1	0.49
o311ai_1	0.23
a31oi_4	0.17
buf_4	0.52
buf_12	0.55
buf_4	0.61
buf_4	0.66
buf_4	0.69
mux2_2	0.28
nor2_1	0.04
a211oi_1	0.25
a31oi_1	0.06
a21oi_1	0.82
mux2_4	0.30
clkdlybuf4s50_1	0.46
-- how the worst max path moves through the flow --
stage | startpoint | endpoint | slack (ns) | cells past startpoint
after global routing | s0_asid[8] | s0_v | 209.10 | 20
final | s1_vppn[13] | s1_ppn[10] | 209.32 | 20
after CTS | s1_vppn[6] | s1_ppn[10] | 209.69 | 20
Power figures rest on the tool's default switching activity, not on a simulated workload.
